<file path="./run.sh">
#!/bin/bash
# OpenROAD 26Q1-2900-gdf79404cd8, Yosys 0.63+post, stock flow scripts
make -C /OpenROAD-flow-scripts/flow DESIGN_CONFIG=/design/flow/config.mk WORK_HOME=/design/flow/orfs finish
</file>
<file path="./config.mk">
export PLATFORM = sky130hd
export DESIGN_NAME = Controller
export DESIGN_NICKNAME = Controller
export VERILOG_FILES = /design/flow/design.v
export SDC_FILE = /design/flow/constraint.sdc
export NUM_CORES = 4
export LEC_CHECK = 1
export CORE_AREA = 10 10 70 70
export DIE_AREA = 0 0 80 80
</file>
<file path="./constraint.sdc">
current_design Controller

set clk_period 1.0
set clk_io_pct 0.2

create_clock -name clk0 -period $clk_period [get_ports {clk}]

set non_clock_inputs [all_inputs -no_clocks]
set_input_delay [expr $clk_period * $clk_io_pct] -clock clk0 $non_clock_inputs
set_output_delay [expr $clk_period * $clk_io_pct] -clock clk0 [all_outputs]
</file>
<file path="./design.v">
`timescale 1ns / 1ps
module Controller(
    input wire clk, clr, start,                          
               greater,                              
    output reg en_a, en_del, en_sq, en_out, ld_add       
);
    reg [1:0] pres, next;
    parameter idle = 2'b00, load = 2'b01, add = 2'b10, done = 2'b11;
    always @(negedge clk or posedge clr) begin
        if (clr)
            pres <= idle;
        else
            pres <= next;
    end
    always @(*) begin
        case (pres)
            idle:   next <= start ? load : idle;
            load:   next <= greater ? done : add;
            add:    next <= greater ? done : add;
            done:   next <= idle;
        endcase
    end
    always @(*) begin
        en_a = 0; en_del = 0; en_sq = 0; en_out = 0; ld_add = 0;
        case (pres)
            idle:   ;
            load:   begin
                        en_a = 1;
                        en_del = 1;
                        en_sq = 1;
                    end
            add:    begin
                        en_a = 1;
                        en_del = 1;
                        en_sq = 1;
                        ld_add = 1;
                    end
            done:   begin
                        en_a = 1;
                        en_del = 1;
                        en_sq = 1;
                        en_out = 1;
                    end
        endcase
    end
endmodule
</file>
==> impl_metrics.toml <==
# implementation run metrics
[setup_path]
r2r-end = "pres[3]"
r2r_cells = 3
start_kind = "flip-flop"
r2r_slack_ns = 0.14
rr_startpoint = "pres[2]"
cp.required_ns = 0.80
endpoint_kind = "output pin"
critical_path_arrival_ns = 1.70
crit_type = "reg2out"
worstPathMaxFanout = 2

[worst_hold_path]
min_to = "pres[1]"
hold_depth = 2
hold_path.startpoint = "pres[1]"
hold_class = "reg2reg"

[synthesis]
ys_chip_area_um2 = 168
yosysCellCount = 16
ys.flops = 4
syn_inst = 16
ys_warn_count = 1
synth_area_um2 = 168
synth_area_per_cell_um2 = 10.5
ys_seq_share_pct = 60.4
yosysUniqueCellTypes = 10

[sta]
fin_ws_ns = -0.898
rsz0062_at_grt = "true"
finalHoldViolations = 0
tns_ns = -3.84
worst_pin_slew_ns = 0.153
clock_skew_ns = 0.0385
setup_violations = 5
slew_headroom_pct = 89.8
report.final.slew_viol_count = 0

[global_routing]
busiest_layer = "met3"
gr-total-overflow = 0
first_global_vias = 168
grt.total_usage_pct = 1.72
antenna_found_initial = 1
grt_pass1_wl_um = 821
grt_max_degree = 4
use_met3_pct = 2.39
grt_use_met1_pct = 1.67
grt_use_met2_pct = 2.01

[pwr]
finalPower_mw = 0.609
ir_worst_vdd_mv = 0.303
power_leakage_nw = 0.180
power_density_nw_per_um2 = 1620

[cells_and_area]
fin_area_um2 = 377
lay_top_count = "buf_6"
largest_reg_flops = 4
regMostFlops = "pres"
n_fill_cell = 401
fin_cells = 79
layout-drive-gt1-share_pct = 59.4
area_growth_pct = 125
reg_top3 = "pres (4)"
final_cell_mix = "buf_6 (5), buf_4 (4), inv_1 (3), clkbuf_4 (3), dfrtn_1 (3)"

[detailed_routing]
wire_per_inst_um = 6.24
viasPerCell = 2.03
vias = 160
drc = 0
postRouteAntennaNets = 0
wirelength_um = 493
dr.pass1.iters = 2
drt_iter0_markers = 3

[status]
violations = "setup timing"
status = "finished with violations"

[die]
fp.dieArea_um2 = 6400
die-width_um = 80
die_h_um = 80
initCoreUtil_pct = 4.91
coreArea_um2 = 3420
num_rows = 21
pin_count = 9

[place]
place_area_um2 = 305
io_buffers = 8
dp.cells = 70
globalplace.congestion = 0.661
dp_slack_ns = -0.862

[clock_network]
htreeDepth = 1
cts_inserted_buffers = 3
cts.sinks = 4
cts_hold_buf = 0
cts.path.max_buffers = 2
clockRootBuffer = "clkbuf_4"
cts.clk_slew.worst_paths_ns = 0.03
clock_latency_ns = 0.28
cts_tree = "yes"

[run]
maxCapViolCount = 0
tool_warnings = 29
## final cells by class
| class | count | area (um2) | area share, % |
|---|---|---|---|
| timing repair buffer | 14 | 125 | 33.2 |
| sequential | 4 | 101 | 26.9 |
| tap | 46 | 57.6 | 15.3 |
| multi-input combinational | 7 | 52.6 | 14.0 |
| clock buffer | 4 | 26.3 | 6.98 |
| inverter | 2 | 7.51 | 1.99 |
| clock inverter | 1 | 3.75 | 0.997 |
| antenna | 1 | 2.50 | 0.664 |
## power breakdown
| part | total, mW | switching (mW) | internal, mW |
|---|---|---|---|
| clock network | 0.232 | 0.0763 | 0.155 |
| registers | 0.201 | 0.0137 | 0.187 |
| logic | 0.177 | 0.0468 | 0.130 |
| total | 0.609 | 0.137 | 0.472 |
## critical path: stages (launching register included)
cell	delay [ns]
dfrtn_1	0.34
or3_4	0.39
buf_6	0.13
buf_6	0.10
## stage by stage
stage | util [%] | hold WS (ns)
6_report | 11.0 | 0.470
5_1_grt | 11.0 | 0.490
4_1_cts | 10.3 | 0.469
3_5_place_dp | 8.94 | 0.459
3_3_place_gp | 8.94 | 0.442
2_1_floorplan | - | 0.356
## layer usage
| layer | wire [um] | share of wire [%] |
|---|---|---|
| met5 | 0 | 0 |
| met3 | 130 | 26 |
| met1 | 202 | 41 |
| met2 | 161 | 33 |
| met4 | 0 | 0 |
## repair_timing
item / 4_1_cts / 5_1_grt
resized: 22 / 4
pin swaps: 2 / 2
setup endpoints to repair: 9 / 6
setup buffers: 3 / 2
## worst max path at each step
| stage | startpoint | to | slack (ns) | cells past startpoint |
|---|---|---|---|---|
| after CTS | pres[2] | en_sq | -0.91 | 3 |
| after global routing | pres[1] | en_sq | -0.94 | 3 |
| final | pres[1] | en_sq | -0.90 | 3 |
## synth_stat cells, drive strengths merged
| master | instances | area (um2) |
|---|---|---|
| dfstp | 1 | 26.3 |
| buf | 2 | 15.0 |
| nor3 | 1 | 5.00 |
| inv | 3 | 11.3 |
| nor2b | 1 | 6.26 |
| a21o | 1 | 8.76 |
| or3 | 1 | 6.26 |
| nor2 | 2 | 7.51 |
| and2 | 1 | 6.26 |
| dfrtn | 3 | 75.1 |
## cells by family after synthesis
kind of cell	share of synthesized area [%]
compound gates	5.22
buf+inv	15.7
simple gates	18.7
flops	60.4
Power figures rest on the tool's default switching activity, not on a simulated workload.
