[run.sh]
#!/bin/bash
# OpenROAD 26Q1-2900-gdf79404cd8, Yosys 0.63+post, stock flow scripts
make -C /OpenROAD-flow-scripts/flow DESIGN_CONFIG=/design/flow/config.mk WORK_HOME=/design/flow/orfs finish
[config.mk]
export PLATFORM = sky130hd
export DESIGN_NAME = Display
export DESIGN_NICKNAME = Display
export VERILOG_FILES = /design/flow/design.v
export SDC_FILE = /design/flow/constraint.sdc
export NUM_CORES = 4
export LEC_CHECK = 1
export CORE_UTILIZATION = 30
[constraint.sdc]
current_design Display

set clk_period 7.0
set clk_io_pct 0.2

create_clock -name clk0 -period $clk_period [get_ports {clk}]

set non_clock_inputs [all_inputs -no_clocks]
set_input_delay [expr $clk_period * $clk_io_pct] -clock clk0 $non_clock_inputs
set_output_delay [expr $clk_period * $clk_io_pct] -clock clk0 [all_outputs]
[design.v]
`timescale 1ns / 1ps
module Display(
    input clk,
    input clr,
    input [3:0] dig1,
    input [3:0] dig2,
    input [3:0] dig3,
    input [3:0] dig4,
    output [3:0] an,
    output [6:0] ca
    );
    wire clk_en;
    wire [1:0] s;
    reg [3:0] x;
    Clock_Enable clock(.clk(clk),
                       .clr(clr),
                       .clk_en(clk_en));
    Anode_Driver an_drive(.clk_en(clk_en),
                          .reset(clr),
                          .s(s),
                          .an(an) );
    Hex_To_Sev_Seg hex_decoder(.x(x),
                               .ca(ca) );
    always @(*)
        case (s)
            2'b00 : x = dig4;   
            2'b01 : x = dig3;
            2'b10 : x = dig2;
            2'b11 : x = dig1;   
        endcase 
endmodule
`timescale 1ns / 1ps
module Anode_Driver(
    input reset,
    input clk_en,
    output reg [1:0] s,
    output reg [3:0] an
    );
    always @(posedge clk_en or posedge reset)
        if (reset) begin
            s <= 0;
        end
        else begin
            s <= s + 1;
        end
    always @(s)
        case (s)
            2'b00 : an <= 4'b1110;
            2'b01 : an <= 4'b1101;
            2'b10 : an <= 4'b1011;
            2'b11 : an <= 4'b0111;
        endcase
endmodule
`timescale 1ns / 1ps
module Clock_Enable (
    input clk,
    input clr,
    output reg clk_en
    );
    integer count = 0;
    always @(posedge clk or posedge clr)
        if (clr == 1) begin
            count <= 0;
            clk_en <= 0;
        end
        else if (count == 99999) begin
            count <= 0;
            clk_en <= 1;
        end
        else begin
            count <= count + 1;
            clk_en <= 0;
        end
endmodule
`timescale 1ns / 1ps
module Hex_To_Sev_Seg(
    input [3:0] x,
    output reg [6:0] ca
    );
    always @(x) begin
            case (x)                 
            4'b0000 : ca = 7'b0000001;   
            4'b0001 : ca = 7'b1001111;   
            4'b0010 : ca = 7'b0010010;   
            4'b0011 : ca = 7'b0000110;   
            4'b0100 : ca = 7'b1001100;   
            4'b0101 : ca = 7'b0100100;   
            4'b0110 : ca = 7'b0100000;   
            4'b0111 : ca = 7'b0001111;   
            4'b1000 : ca = 7'b0000000;   
            4'b1001 : ca = 7'b0000100;   
            4'b1010 : ca = 7'b0001000;   
            4'b1011 : ca = 7'b1100000;   
            4'b1100 : ca = 7'b0110001;   
            4'b1101 : ca = 7'b1000010;   
            4'b1110 : ca = 7'b0110000;   
            4'b1111 : ca = 7'b0111000;   
        endcase
    end
endmodule
==> impl_metrics.toml <==
# implementation run metrics
[synthesis]
common_cells = "dfrtp_1, inv_1, xnor2_1"
ys_area_um2 = 2060
yosys-top-cells-area = "dfrtp_1, xnor2_1, ha_1"
syn_avg_cell_area_um2 = 10.1
ys_seq_share_pct = 42.5
yosysUniqueCellTypes = 37
synth-edff-count = 0
yosys.area.top_type = "dfrtp_1"
yosysMostFrequentCell = "dfrtp_1"
ys.flops = 35
yosys_cells = 205
syn_inst = 205
syn_area_um2 = 2060
synth-async-reset-ratio_pct = 100
yosys.area.top_type_share_pct = 42.5
ys.warnings.count = 4
ys.flop_type = "dfrtp_1"

[power_and_ir_drop]
clkPwrFrac_pct = 40.7
p_sw_share_pct = 20.8
ir_worst_vdd_mv = 0.135
internal-power_w = 0.000301
p_leak_nw = 1.09
comb_power_share_pct = 9.1
powerDensity_nw_per_um2 = 148
power_frac_seq_pct = 50.2
switchingPower_w = 0.0000791

[worst_setup_path]
crit_chain = "clkdlybuf4s50_1 > a222oi_1 > a21oi_1 > mux2_2 > o22ai_1 > clkdlybuf4s50_1"
cpMostUsedCell = "clkdlybuf4s50_1"
required_ps = 5600
startpoint = "dig2[2]"
critPathKind = "input pin to output pin"
crit_family = "AND-OR/OR-AND gates"
worstSetupEndpointType = "output pin"
arrival_ps = 3730
critPathMaxFanout = 12
slowest_delay_ps = 740
startpoint_type = "input pin"
cpMaxStageDelayCell = "a21oi_1"
r2r_start = "clock.count[0]"
path_buffers = 2

[final_timing]
timing.final.crit_share_pct = 73.3
untimed_endpoints = 6
unclocked_regs = 2
relSlewSlack_pct = 39.7
rsz0062_at_grt = "no"
post-route-min-period_ps = 5130
setup_viol = 0
worst_slew_pin_slew_ps = 905
hold_slack_ps = 478
clock.fmax_ghz = 0.195
tns_ps = 0
hold_viol_final = 0
slew_violations = 0
fin_skew_ps = 6.87

[global_route]
antenna_found_initial = 0
grt_max_degree = 36
track_usage_pct = 12.1
grt_pass1_vias = 1474
grt_overflow = 0
grt_pass1_wl_um = 7010

[route]
viasPerCell = 4.99
diodes = 0
drtPass1Iterations = 22
num_vias = 1596
drt_iter0_drc = 119
wl_um = 3920
drc = 0
ant_nets = 0
wl_per_cell_um = 12.2

[floorplanning]
die_width_um = 84.9
io-pin-count = 29
die_area_um2 = 7200
placementRows = 29
core_region_area_um2 = 6490
die_height_um = 84.9
fp_util_pct = 31.7

[clocking]
hold_buffers = 0
cts_htree_levels = 2
root_buffer = "clkbuf_8"
clock_latency_ps = 280
cts_tree = "yes"
cts_inserted_buffers = 5
post_cts_buffers = 0
clk_path_buf_depth = 2
post_cts_resized = 0
clk_pin_slew_ps = 60

[placement]
dp_hpwl_um = 2880
portBuffers = 28
place.gp.congestion = 0.773
place_inst = 312

[layout]
post-route-util_pct = 39.4
drive_above_1_share_pct = 9.47
finalNonFillerCells = 320
syn_to_final_growth_pct = 24.2

[min_path]
hp-start = "clock.count[31]"
min_path_type = "register to register"

[status]
status = "complete, no violations"

[run]
warnings = 32
cap_violations = 0
## power by group through the flow
| stage | Sequential [W] | Clock, W | Combinational (W) |
|---|---|---|---|
| 4_1_cts | 0.000191 | 0.000160 | 0.0000352 |
| 5_1_grt | 0.000190 | 0.000170 | 0.0000390 |
| 6_report | 0.000191 | 0.000155 | 0.0000346 |
## final timing paths
path | to | slack, ps | cells past startpoint
hold / removal | clock.count[31] | 480 | 1
setup reg to reg | clock.count[28] | 4880 | 6
max in group asynchronous | clock.count[29] | 5170 | 3
min in group asynchronous | clock.count[20] | 1520 | 3
setup / recovery | ca[2] | 1870 | 6
hold reg to reg | clock.count[31] | 480 | 1
## per-stage QoR
step	worst slack (ps)	cell area, um^2	power (W)
2_1_floorplan	3180	2060	0.000210
3_3_place_gp	1880	2460	0.000229
3_5_place_dp	1850	2460	0.000229
4_1_cts	1840	2560	0.000386
5_1_grt	1650	2560	0.000399
6_report	1870	2560	0.000380
## kinds of logic (layout without fill, tap and decap cells)
logic type / after synthesis / count (layout) / synth area share [%]
simple gates: 78 / 78 / 22.7
flops: 35 / 35 / 42.5
compound gates: 26 / 26 / 8.44
xor+xnor: 26 / 26 / 11.8
buf+inv: 21 / 59 / 3.95
fa+ha+maj: 11 / 11 / 6.68
mux: 8 / 8 / 3.95
## cell usage in the layout (no fill, tap or decap), drive strengths merged
master         instances
a211oi                 1
a21oi                  6
a222oi                 3
a22oi                  1
a31oi                  2
and2                   1
and3                   4
and4                   2
buf                    4
clkbuf                 7
clkdlybuf4s50         28
clkinv                 1
dfrtp                 35
ha                    11
inv                   19
mux2                   1
mux2i                  7
nand2                 11
nand3                 16
nand4                 11
nor2                   7
nor2b                  4
nor3                   5
nor3b                  2
nor4                   8
o21ai                  4
o221ai                 1
o22ai                  5
o2bb2ai                1
o311ai                 1
o31a                   1
or2                    2
or3                    1
or4                    4
xnor2                 21
xor2                   5
## state kept, by name, summed over array words and instances (netlist names)
| signal | cells |
|---|---|
| clock.count | 32 |
| an_drive.s | 2 |
| clock.clk_en | 1 |
## cell type report
type,instances,area [um^2]
clock inverters,1,5.00
multi-input cells,149,1100
inverters,19,71.3
repair buffers,32,310
clock buffers,7,96.3
flip-flops and latches,35,876
well taps,77,96.3
fillers,632,3940
## per-layer routing
metal	up-vias	GRT usage (%)	share of wire (%)
li1	820	-	-
met1	735	20.4	51
met2	32	17.0	43
met3	9	1.97	3.9
met4	0	2.31	1.9
met5	-	0	0
Power is estimated from default activity; no workload was simulated.
