File: design.v
`timescale 1ns / 1ps
module Binary8_To_BCD(
    input wire [7:0]  b,     
    output reg [9:0]  p      
); 
    reg [17:0] z;            
    integer i;               
    always @(*)
    begin
        for( i = 0; i <= 17; i = i + 1)
            z[i] = 0;            
        z[10:3] = b;             
        repeat(5)                
        begin
            if(z[11:8] > 4)                  
                z[11:8] = z[11:8] + 3;       
            if(z[15:12] > 4)                 
                z[15:12] = z[15:12] + 3;     
            z[17:1] = z[16:0];               
        end
    p = z[17:8];            
    end
endmodule
File: run.sh
#!/bin/bash
# OpenROAD 26Q1-2900-gdf79404cd8, Yosys 0.63+post, stock flow scripts
make -C /OpenROAD-flow-scripts/flow DESIGN_CONFIG=/design/flow/config.mk WORK_HOME=/design/flow/orfs finish
File: config.mk
export PLATFORM = sky130hd
export DESIGN_NAME = Binary8_To_BCD
export DESIGN_NICKNAME = Binary8_To_BCD
export VERILOG_FILES = /design/flow/design.v
export SDC_FILE = /design/flow/constraint.sdc
export NUM_CORES = 4
export LEC_CHECK = 1
export CORE_AREA = 10 10 70 70
export DIE_AREA = 0 0 80 80
File: constraint.sdc
current_design Binary8_To_BCD

set clk_period 9.7
set clk_io_pct 0.2

create_clock -name clk0 -period $clk_period

set non_clock_inputs [all_inputs -no_clocks]
set_input_delay [expr $clk_period * $clk_io_pct] -clock clk0 $non_clock_inputs
set_output_delay [expr $clk_period * $clk_io_pct] -clock clk0 [all_outputs]
==> ci_impl_report.md <==
### Yosys + OpenROAD results

| Metric | Value |
|---|---|
| Crit Path Max Fanout | `12` |
| Crit path DRT | `7.76 ns` |
| Final cell count without fillers | `173` |
| Critical path class | `input port to output port` |
| First-pass GRT wire length | `3310 µm` |
| Global route total overflow | `0` |
| Top area contributor share | `0.0951` |
| Worst-Margin Slew | `0.905 ns` |
| Wire length per cell | `11.5 µm` |
| Setup-failing EPs final | `0` |
| Period utilization | `0.945` |
| Post-DP HPWL | `1600 µm` |
| Die Area | `6400 µm²` |
| Mapped cell area | `921 µm²` |
| Worst VDD drop | `0.0000301 V` |
| Initial antenna violation count | `0` |
| Fin. Hold Viols | `0` |
| Share of layout cells above drive strength 1 | `0.189` |
| Yosys top cell by area | `ha_1` |
| Flops | `0` |
| Num rows | `21` |
| Hold WS | `3.88 ns` |
| Startpoint types | `input port` |
| Die height | `80 µm` |
| Post-route ant nets | `0` |
| Iteration-0 DRC count of the detailed router | `64` |
| Synth Instances | `119` |
| Ant diodes | `0` |
| Post-synth area from yosys stat | `921 µm²` |
| P_leak | `0.396 nW` |
| Ys Warns | `1` |
| Drc violations | `0` |
| Placed insts | `173` |
| Area delta synth->final | `16.4%` |
| PD cells | `98.0 nW/µm²` |
| Final WL | `1990 µm` |
| RSZ-0062 raised after global routing | `no` |
| Gr usage total | `0.0582` |
| Buffers on Ports | `16` |
| Largest net degree at the start of global routing | `14` |
| WP data arrival | `7.22 ns` |
| Final Critical Period | `9.16 ns` |
| GPL Wtd Cong | `0.793` |
| Status | `completed` |
| Avg Inst Size Synth | `7.74 µm²` |
| Post-DR vias/cell | `5.16` |
| Setup TNS | `0 ns` |
| Synth Seq Share | `0` |
| F_max | `0.109 GHz` |
| PostCTS Resize Cnt | `0` |
| DIE WIDTH | `80 µm` |
| Log Warnings | `35` |
| Hold buffer count at CTS | `0` |
| Worst min-delay path class | `input port to output port` |
| Via Count | `893` |
| Top cells by area | `ha_1, a21oi_1, o21ai_0` |
| Fillers | `363` |
| Yosys cell types | `52` |
| Worst rel slew slack | `0.395` |
| Max Slew Vio Count | `0` |
| CP Capture Type | `output port` |
| Total core area | `3420 µm²` |
| I/O pins | `18` |
| Logic cell area | `821 µm²` |
| Setup Fix Bufs, Post-CTS | `0` |
| TritonRoute pass-1 iters | `4` |
| Initial Util | `0.270` |
| Register cell area after layout | `0 µm²` |
| Clkbuf count | `0` |
| Max_cap viols | `0` |
| Yosys cell count | `119` |
| Vias in the first global route | `762` |
per-layer routing:
metal	track usage	up-vias	share of wire
met1	0.0820	403	0.48
met4	0.00176	0	0.0040
met3	0.00682	2	0.074
met2	0.0971	29	0.44
met5	0	-	0
li1	-	459	-
placed cells by master, fill, tap and decap left out, types with 2 or more instances in the layout:
cell / Yosys / final
nor3_1: 5 / 5
clkdlybuf4s50_1: 0 / 16
xnor2_2: 2 / 2
nand2b_1: 4 / 4
o311ai_2: 2 / 2
o21ai_0: 8 / 8
nor2_1: 10 / 10
o311a_2: 2 / 2
and2_1: 3 / 3
nand3_1: 2 / 2
nand2_1: 8 / 8
inv_1: 9 / 9
a21oi_1: 9 / 9
xnor2_1: 2 / 2
o22ai_1: 2 / 2
ha_1: 7 / 7
nand2b_4: 2 / 2
o211ai_1: 2 / 2
worst max-delay path, cell delays in order:
cell and delay [ns]:
clkdlybuf4s50_1 0.67, inv_1 0.11, ha_1 0.25, inv_1 0.07, ha_1 0.42, nand2b_4 0.24
a21oi_1 0.09, o311ai_2 0.75, o21ai_0 0.21, o31ai_1 0.11, ha_1 0.44, nor2_1 0.12
o21ai_0 0.15, a221oi_1 0.12, nor2_1 0.23, ha_1 0.23, nor2_1 0.09, a21boi_0 0.17
a21oi_1 0.17, xor2_1 0.16, clkdlybuf4s50_1 0.48
power breakdown:
part / total, mW / internal (mW) / switching (mW)
Combinational: 0.105 / 0.0568 / 0.0482
Sequential: 0 / 0 / 0
Clock: 0 / 0 / 0
Total: 0.105 / 0.0568 / 0.0482
worst paths after layout:
check / startpoint / end / depth (start not counted)
setup / recovery: b[5] / p[5] / 21
hold / removal: b[0] / p[0] / 0
logic make-up (layout without fill, tap and decap cells):
group                      Yosys count  in the layout  share of synthesized area
AOI/OAI and AO/OA                   45             45                      0.427
and+or+nand+nor                     42             42                      0.261
buffers and inverters               17             25                      0.109
adders and majority gates            7              7                     0.0951
xor gates and xnor gates             6              6                     0.0815
muxes                                2              2                     0.0272
through the flow:
step                cell area (µm²)  utilization  power, mW  setup slack (ns)
floorplan                       921            -     0.0718              2.40
detailed placement             1070        0.314      0.105             0.545
CTS                            1070        0.314      0.106             0.536
global placement               1070        0.314      0.103             0.678
global route                   1070        0.314      0.116           0.00809
finish                         1070        0.314      0.105             0.535
cells in the mapped netlist, types with 2 or more instances:
master,count
buf_6,3
o311a_2,2
o21ai_0,8
nand2b_1,4
buf_2,2
nor2_1,10
xnor2_2,2
nand3_1,2
o311ai_2,2
nor3_1,5
o211ai_1,2
and2_1,3
ha_1,7
a21oi_1,9
nand2b_4,2
xnor2_1,2
o22ai_1,2
inv_1,9
buf_4,3
nand2_1,8
area by class of cell:
cell class | count | share of cell area
Inverter | 9 | 0.0315
Multi-Input combinational cell | 102 | 0.765
Tap cell | 46 | 0.0537
Timing Repair Buffer | 16 | 0.149
No activity file was given, so power comes from the tool's default toggle rates.
